[./design.v]
`timescale 1ns / 1ps
module HAZARD_CTRL(
    input clk,
    input reset,
    input [4:0] ID_A1,
    input [4:0] ID_A2,
    input [31:0] ID_RD1,
    input [31:0] ID_RD2,
    input [1:0] ID_A1_USE,
    input [1:0] ID_A2_USE,
    input [4:0] EX_A1,
    input [4:0] EX_A2,
    input [31:0] EX_RD1,
    input [31:0] EX_RD2,
    input [1:0] EX_NEW,
    input [4:0] EX_A3,
    input [31:0] EX_WD,
    input [4:0] MEM_A2,
    input [31:0] MEM_RD2,
    input [1:0] MEM_A2_NEW,
    input [4:0] MEM_A3,
    input [31:0] MEM_WD,
    input [4:0] WB_A3,
    input [31:0] WB_WD,
    output [31:0] ID_RD1_forward,
    output [31:0] ID_RD2_forward,
    output [31:0] EX_RD1_forward,
    output [31:0] EX_RD2_forward,
    output [31:0] MEM_RD2_forward,
    output Enable_PC,
    output Enable_IF_ID,
    output Enable_ID_EX,
    output Flush_ID_EX,
    output Flush_EX_MEM
    );
    wire STALL;
    assign STALL =  (ID_A1 == EX_A3 && ID_A1_USE < EX_NEW && EX_A3 != 0)  
                 || (ID_A2 == EX_A3 && ID_A2_USE < EX_NEW && EX_A3 != 0)
                 || (ID_A1 == MEM_A3 && ID_A1_USE < MEM_A2_NEW && MEM_A3 != 0)
                 || (ID_A2 == MEM_A3 && ID_A2_USE < MEM_A2_NEW && MEM_A3 != 0);
    assign Enable_PC = !STALL;
    assign Enable_IF_ID = !STALL;
    assign Flush_ID_EX = STALL;
    assign Flush_EX_MEM = 1'b0;
    assign Enable_ID_EX = 1'b1;
    reg [31:0] REG_A3;
    reg [31:0] REG_WD;
    assign ID_RD1_forward = (ID_A1 == 5'b0) ? 0 :
                            (ID_A1 == MEM_A3) ? MEM_WD :
                            (ID_A1 == WB_A3) ? WB_WD :
                            ID_RD1;
    assign ID_RD2_forward = (ID_A2 == 5'b0) ? 0:
                            (ID_A2 == MEM_A3) ? MEM_WD :
                            (ID_A2 == WB_A3) ? WB_WD :
                            ID_RD2;
    assign EX_RD1_forward = (EX_A1 == 5'b0) ? 0:
                            (EX_A1 == MEM_A3) ? MEM_WD :
                            (EX_A1 == WB_A3) ? WB_WD :
                            EX_RD1;
    assign EX_RD2_forward = (EX_A2 == 5'b0 ) ? 0:
                            (EX_A2 == MEM_A3) ? MEM_WD :
                            (EX_A2 == WB_A3) ? WB_WD : 
                            EX_RD2;
    assign MEM_RD2_forward = (MEM_A2 == 5'b0 ) ? 0 :
                            (MEM_A2 == WB_A3) ? WB_WD :
                            MEM_RD2;
    always @(posedge clk)begin
        if (reset)begin
            REG_A3 = 32'b0;
            REG_WD = 32'b0;
        end
        else begin
            REG_A3 = WB_A3;
            REG_WD = WB_WD;
        end
    end
endmodule
[./run.sh]
#!/bin/bash
# OpenROAD 26Q1-2900-gdf79404cd8, Yosys 0.63+post, stock flow scripts
make -C /OpenROAD-flow-scripts/flow DESIGN_CONFIG=/design/flow/config.mk WORK_HOME=/design/flow/orfs finish
[./config.mk]
export PLATFORM = sky130hd
export DESIGN_NAME = HAZARD_CTRL
export DESIGN_NICKNAME = HAZARD_CTRL
export VERILOG_FILES = /design/flow/design.v
export SDC_FILE = /design/flow/constraint.sdc
export NUM_CORES = 4
export LEC_CHECK = 1
export CORE_AREA = 10 10 187 187
export DIE_AREA = 0 0 197 197
[./constraint.sdc]
current_design HAZARD_CTRL

set clk_period 12.5
set clk_io_pct 0.2

create_clock -name clk0 -period $clk_period

set non_clock_inputs [all_inputs -no_clocks]
set_input_delay [expr $clk_period * $clk_io_pct] -clock clk0 $non_clock_inputs
set_output_delay [expr $clk_period * $clk_io_pct] -clock clk0 [all_outputs]
==> results.cfg <==
; implementation run metrics
[final_timing]
clock.fmax_mhz = 124
hold_ws_ns = 5.93
worstMarginPinSlew_ns = 0.808
slew_headroom_pct = 46.0
slew_viol_final = 0
fin_tns_setup_ns = 0
rsz0062_at_grt = no
setup_viol = 0
finalCriticalPeriod_ns = 8.09
finalHoldViolations = 0
finalCritPeriodShare_pct = 64.7

[worst_setup_path]
worstPathRequired_ns = 10.00
crit_type = input pin to primary output
crit_path_start_kind = input pin
end_kind = primary output
critical_path_arrival_ns = 5.59
path_max_fanout = 17

[logic_synthesis]
synth_seq_share_pct = 0
yosys_warnings = 1
synth_cell_types = 37
syn_avg_cell_area_um2 = 5.70
synthCells = 772
yosys-stat-cells = 772
netlist_area_um2 = 4400
ys_area_um2 = 4400

[power_and_ir_drop]
power_mw = 0.324
vdd.ir_drop.worst_mv = 0.0168
p_per_area_nw_per_um2 = 36.0
p_sw_share_pct = 37.6
seqPwrFrac_pct = 0
leakage_nw = 3.37
p_comb_share_pct = 100.0
power.switching_mw = 0.122
p_clk_share_pct = 0
p_int_mw = 0.202

[clock_tree]
post-cts-setup-buffers = 0
cts_hold_buf = 0
post_cts_resized = 0

[floorplanning]
io_pins = 471
die-area_um2 = 38800
die_x_um = 197
coreArea_um2 = 30700
initCoreUtil_pct = 14.3
die_h_um = 197
num_rows = 64

[grt]
grt-ovfl-total = 0
grt_use_total_pct = 17.3
grt_pass1_vias = 7301
antenna_found_initial = 0
grt_max_degree = 36
grt_pass1_wl_mm = 50.4

[job]
warnings = 66
max-cap-violations = 0

[layout]
seq_area_um2 = 0
fillers = 3335
final.clkbuf_count = 0
area_growth_pct = 104
drive_gt1_share_pct = 4.46
fin_cells = 1539
flops = 0

[place]
dp_cells = 1539
gp_congestion = 0.876
hpwl_mm = 28.3
io_buffers = 435

[route]
ant_nets = 0
wl_per_cell_um = 23.1
totalWireLength_mm = 35.6
drtPass1Iterations = 6
drtIter0Drc = 452
num_antenna_cells = 0
routed_via_density = 4.69
drc = 0
vias = 7221

[min_path]
hp-class = input pin to primary output
min_delay_path_depth = 4

[outcome]
status = finished, final reports clean
[per-stage QoR]
stage / util (%) / worst slack [ns] / cell area (um2)
finish: 29.3 / 4.41 / 9000
global route: 29.3 / 4.26 / 9000
CTS: 29.3 / 4.41 / 9000
detailed placement: 29.3 / 4.43 / 9000
global placement: 29.3 / 4.44 / 9000
floorplan: - / 6.30 / 4400
[cell families (layout without fill, tap and decap cells)]
| kind of cell | after synthesis | in the layout | share of synthesized area [%] |
|---|---|---|---|
| compound gates | 168 | 168 | 30.2 |
| xor+xnor | 55 | 55 | 10.9 |
| fa+ha+maj | 4 | 4 | 1.14 |
| buf+inv | 86 | 457 | 10.9 |
| mux | 38 | 38 | 8.64 |
| other cells | 2 | 2 | 0.171 |
| simple gates | 419 | 419 | 38.0 |
[cell usage after synthesis]
cell       number  share of area, %
a21oi_1         2              0.23
xor2_1         38               7.6
nand2_1       248                21
o21ai_0        32               3.6
mux2i_1        38               8.6
conb_1          2              0.17
nor3_4          2              0.74
buf_12          1              0.45
clkbuf_1       27               2.3
or4_1           5              0.85
a2111oi_0       2              0.40
a21boi_0        1              0.17
buf_6           7               1.8
nor3_1          8              0.91
nand3_2         1              0.23
and2_4          1              0.20
a311oi_2       10               3.4
a211oi_1        5              0.85
nand2_2         2              0.28
nand4_1         2              0.28
o32ai_2         1              0.37
buf_2          34               3.9
inv_1           3              0.26
buf_8           1              0.34
nand3_1         4              0.45
a211oi_2        1              0.28
nor2_1        139                12
buf_4           9               1.5
buf_1           4              0.34
ha_1            4               1.1
nor3_2          1              0.23
xnor2_1        17               3.4
and2_1          3              0.43
a31oi_1        32               4.5
a21o_1          2              0.34
nand2b_1        3              0.43
a311oi_1       80                16
[power groups by stage]
stage,combinational (mW),sequential [mW],clock (mW)
4_1_cts,0.328,0,0
5_1_grt,0.349,0,0
6_report,0.324,0,0
[worst max-delay path, stage by stage]
cell and delay [ns]:
clkdlybuf4s50_1 0.59, xor2_1 0.22, nor3_1 0.29, and2_2 0.51, buf_4 0.37, nand2_1 0.09
a311oi_1 0.40, clkdlybuf4s50_1 0.58
[final timing paths]
| kind | from | end |
|---|---|---|
| setup / recovery | WB_A3[0] | EX_RD2_forward[15] |
| hold / removal | EX_RD1[24] | EX_RD1_forward[24] |
[final cells by class]
| class | count | area (um2) | share of cell area [%] |
|---|---|---|---|
| well taps | 396 | 495 | 5.51 |
| multi-input cells | 686 | 3990 | 44.4 |
| inverters | 3 | 11.3 | 0.125 |
| repair buffers | 454 | 4500 | 50.0 |
[placed cells by master (no fill, tap or decap), drive strengths merged, types with 3 or more instances in the layout]
master and count:
nand2b 3, mux2i 38, xnor2 17, clkdlybuf4s50 435, and2 4, ha 4, nand2 250, inv 3
o21ai 32, xor2 38, nor2 139, buf 19, a311oi 90, a31oi 32, a211oi 6, or4 5
nor3 11, nand3 5
[per-layer routing]
layer,GRT usage [%],share of wire (%),vias up
met5,0,0,-
met4,2.59,1.5,0
met3,4.02,9.1,30
met2,30.0,49,407
met1,21.8,41,3343
li1,-,-,3441
