==> ./design.v <==
`timescale 1ns / 1ps
  module ID_EX(
    input clk,
    input reset,
    input enable,
    input flush,  
    input [31:0] ID_PC,
    input [31:0] ID_instr,
    input [31:0] ID_RD1,
    input [31:0] ID_RD2,
    input [31:0] ID_imm32,
    input [4:0] ID_A3,
    input [31:0] ID_WD,
    output reg [31:0] EX_PC,
    output reg [31:0] EX_instr,
    output reg [31:0] EX_RD1,
    output reg [31:0] EX_RD2,
    output reg [31:0] EX_imm32,
    output reg [4:0] EX_A3,
    output reg [31:0] EX_WD
    );
    initial begin
        EX_PC = 32'b0;
        EX_instr = 32'b0;
        EX_RD1 = 32'b0;
        EX_RD2 = 32'b0;
        EX_imm32 = 32'b0;
        EX_A3 = 5'b0;
        EX_WD = 32'b0;
    end
    always @(posedge clk)begin
      if (reset || flush)begin
        EX_PC = 32'b0;
        EX_instr = 32'b0;
        EX_RD1 = 32'b0;
        EX_RD2 = 32'b0;
        EX_imm32 = 32'b0;
        EX_A3 = 5'b0;
        EX_WD = 32'b0;
      end
      else begin
        EX_PC <= ID_PC;
        EX_instr <= ID_instr;
        EX_RD1 <= ID_RD1;
        EX_RD2 <= ID_RD2;
        EX_imm32 <= ID_imm32;
        EX_A3 <= ID_A3;
        EX_WD <= ID_WD;
      end
    end
endmodule
==> ./run.sh <==
#!/bin/bash
# OpenROAD 26Q1-2900-gdf79404cd8, Yosys 0.63+post, stock flow scripts
make -C /OpenROAD-flow-scripts/flow DESIGN_CONFIG=/design/flow/config.mk WORK_HOME=/design/flow/orfs finish
==> ./config.mk <==
export PLATFORM = sky130hd
export DESIGN_NAME = ID_EX
export DESIGN_NICKNAME = ID_EX
export VERILOG_FILES = /design/flow/design.v
export SDC_FILE = /design/flow/constraint.sdc
export NUM_CORES = 4
export LEC_CHECK = 1
export CORE_AREA = 10 10 243 243
export DIE_AREA = 0 0 253 253
==> ./constraint.sdc <==
current_design ID_EX

set clk_period 1.0
set clk_io_pct 0.2

create_clock -name clk0 -period $clk_period [get_ports {clk}]

set non_clock_inputs [all_inputs -no_clocks]
set_input_delay [expr $clk_period * $clk_io_pct] -clock clk0 $non_clock_inputs
set_output_delay [expr $clk_period * $clk_io_pct] -clock clk0 [all_outputs]
==> qor.csv <==
stage,metric,value,unit
run_status,status,"complete, but fails checks",
run_status,violations,setup timing,
synth,ys_seq_frac,0.608,
drt,via_count,4850,
worst_setup_path,critical_path.top_delay_family,flip-flops,
worst_setup_path,cp-end-kind,output port,
clocking,cts_root_buf,clkbuf_16,
cells_and_area,final_cell_mix,"197 x clkdlybuf4s50_1, 187 x buf_2, 150 x dfxtp_1",
synth,yosys_warnings,1,
timing,fmax,863,MHz
cells_and_area,syn_to_final_growth,74.2,%
pwr,ir_worst_vdd,1240,uV
floorplan,pin_count,398,
placement,io_buffer_count,396,
floorplan,core_area,53800,um2
synth,area_leaders,"dfxtp_1 61%, nor3b_2 25%, nor3b_1 7.8%",
timing,maxSlewHeadroom,0.827,
drt,ant_nets,0,
synth,syn-instance-count,438,
placement,dp_slack,-0.163,ns
clocking,cts_setup_buffers,0,
cells_and_area,fillers,5793,
synth,topCombFamilyByArea,simple AND/OR/NAND/NOR gates,
synth,xor_share,0,
drt,routed_wl,23.3,mm
floorplan,die-width,253,um
synth,ys_seq_elements,197,
worst_setup_path,cp.required,0.80,ns
timing,setup_viol,197,
timing,grt_setup_unrepaired,true,
pwr,p_leak,4.60,nW
worst_setup_path,critPathMaxStageDelay,0.37,ns
floorplan,die_h,253,um
worst_setup_path,path_max_fanout,1,
floorplan,fp.dieArea,64000,um2
synth,ys_types,6,
worst_setup_path,crit_chain,buf_6,
drt,num_antenna_cells,0,
drt,drc,0,
timing,slew_violations,0,
placement,postPlaceCellArea,11500,um2
placement,dp_hpwl,18.2,mm
worst_setup_path,slowest_stage,dfxtp_4,
cells_and_area,final_cells,1577,
clocking,cts-buffers-inserted,17,
synth,yosys.area_share.aoi,0,
floorplan,placementRows,85,
global_route,grt_max_degree,21,
worst_setup_path,cp-start-kind,register,
placement,placed_cells,1543,
synth,largest_area_cell,dfxtp_1,
timing,post-route-worst-setup-slack,-0.159,ns
global_route,track_usage,0.0710,
timing,period_used_share,1.16,
cells_and_area,post_route_cells_drive_above_1_share,0.528,
global_route,grt_pass1_vias,5332,
worst_setup_path,crit_arrival,0.96,ns
pwr,p_per_area,1540,nW/um2
drt,vias_per_cell,3.08,
floorplan,fp_util,0.121,
clocking,h-tree-depth,4,
timing,finalCriticalPeriod,1.16,ns
placement,routabilityCongestion,0.791,
cells_and_area,finalInstanceArea,11300,um2
synth,adder_share,0,
global_route,antenna_found_initial,0,
synth,ys_sh_mux,0,
clocking,clkTransAtPathRegs,0.08,ns
clocking,cts_max_path_buffers,2,
worst_hold_path,holdCritPathClass,primary input to register,
timing,worstMarginPinSlew,0.260,ns
job,tool_warnings,28,
timing,hold_ws,0.115,ns
cells_and_area,utilization,0.210,
cells_and_area,layout_top_cell,clkdlybuf4s50_1,
clocking,cts_tree,yes,
clocking,clkSinkCount,197,
synth,yosys_cells,438,
global_route,grt_overflow,0,
pwr,power,17.5,mW
synth,yosysChipArea,6490,um2
synth,top_cell_area_share,0.608,
worst_setup_path,path_class,register to output port,
drt,post_drt_wl_per_cell,14.8,um
timing,hold_viol,0,
drt,dr.pass1.iters,5,
timing,tns,-17.85,ns
global_route,grt_pass1_wl,34.3,mm
worst_setup_path,crit_buf_inv,1,
drt,drt-initial-drc-count,84,
synth,syn_area,6490,um2
synth,avgSynthCellArea,14.8,um2
job,max_cap_viol_count,0,
synth,synthSimpleGateAreaFrac,0.328,
[flip-flops by register name, indices dropped and copies added, names as in the netlist]
name,count
EX_A3,5
EX_PC,32
EX_RD1,32
EX_RD2,32
EX_WD,32
EX_imm32,32
EX_instr,32
[kinds of logic after synthesis]
| logic type | Yosys count |
|---|---|
| flip-flops | 197 |
| buffers and inverters | 44 |
| AND/OR/NAND/NOR | 197 |
[power by group]
part           total (mW)  switching [mW]  internal (mW)
Combinational        2.04           0.647           1.40
Clock                7.17            3.58           3.59
Sequential           8.24          0.0779           8.16
Total                17.5            4.31           13.1
[worst paths after layout]
path                        to          from  cells after the start
setup / recovery  EX_imm32[14]  EX_imm32[14]                      1
hold / removal        EX_WD[9]         flush                      3
[per-layer routing]
metal  track usage  vias up  share of wire
li1              -     2352              -
met1        0.0795     2266           0.38
met2         0.119      215           0.49
met3        0.0384       17           0.12
met4        0.0120        0          0.020
met5             0        -              0
[cell usage after synthesis, drive strengths merged]
library cell,count
dfxtp,197
nor3b,197
buf,44
[timing repair]
action                                  in CTS  in global routing
hold endpoints to repair                     4                  0
gates resized                              689                 23
hold buffers                                 2                  0
endpoints found under the setup margin     197                197
[final cells by class]
cell class                      instances  area (um2)  area share
Multi-Input combinational cell        197        2130       0.188
Clock buffer                           17         425      0.0376
Sequential cell                       197        4010       0.355
Tap cell                              696         871      0.0770
Clock inverter                         15         185      0.0164
Timing Repair Buffer                  455        3690       0.326
Power and IR drop assume default switching activity.
