--- design/flow/design.v ---
`timescale 1ns / 1ps
`timescale 1ns / 1ps
module ALU(
    input [31:0] SrcA,
    input [31:0] SrcB,
    input [3:0] ALUOp,
    output reg [31:0] ALURes
    );
    always @(*)begin
        case (ALUOp)
            4'b10:ALURes = SrcA+SrcB;
            4'b110:ALURes = SrcA-SrcB;
            4'b1:ALURes = SrcA | SrcB;
            4'b0:ALURes = SrcA & SrcB;
            4'b011:ALURes = SrcB << 16;  
            default:ALURes = 32'bz;
        endcase
    end
endmodule
`timescale 1ns / 1ps
`timescale 1ns / 1ps
module CTRL(
    input [31:0] instr,
    input zero,
    output Branch,
    output Jal,
    output Jr,
    output ExtControl,
    output Sel_ID_WD,
    output [4:0] ID_A3,
    output [1:0] ID_A1_USE,
    output [1:0] ID_A2_USE,
    output [3:0] ALUOp,
    output ALU_B_Sel,
    output WD_Sel,
    output [1:0] EX_NEW,
    output MEM_WE,  
    output MEM_Sel,  
    output [1:0] MEM_A2_NEW
    );
    wire [5:0] op;
    wire [5:0] funct;
    wire [4:0] rs;
    wire [4:0] rt;
    wire [4:0] rd;
    assign op = instr[31:26];
    assign funct = instr[5:0];
    assign rs = instr[25:21];
    assign rt = instr[20:16];
    assign rd = instr[15:11];
    wire R;
    wire add, sub, ori, lw, sw, beq, lui, jal, jr, nop;
    assign R = (op == 6'b0) ? 1 : 0;
    assign add = (R && funct == 6'b100000) ? 1 : 0;
    assign sub = (R && funct == 6'b100010) ? 1 : 0;
    assign ori = (op == 6'b001101) ? 1 : 0;
    assign lw = (op == 6'b100011) ? 1 : 0;
    assign sw = (op == 6'b101011) ? 1 : 0;
    assign beq = (op == 6'b000100) ? 1 : 0;
    assign lui = (op == 6'b001111) ? 1 : 0;
    assign jal = (op == 6'b000011) ? 1 : 0;
    assign jr = (R && funct == 6'b001000) ? 1 : 0;
    assign nop = (R && funct == 6'b000000) ? 1 : 0;
    assign Branch = (beq & zero) ? 1 : 0;
    assign Jal = jal ? 1 : 0;
    assign Jr = jr ? 1 : 0;
    assign ExtControl = (lw || sw || beq || lui) ? 1'b0 :
                        (ori) ? 1'b1 :
                        1'bz;
    assign Sel_ID_WD = jal ? 1'b1 : 1'b0;
    assign ID_A3 = jal ? 31 : 
                   (add || sub) ? rd : 
                   (lui || ori || lw)? rt :
                   0;  
    assign ID_A1_USE = (beq || jr) ? 2'd0 :
                        (add || sub || ori || lw || sw ) ? 2'd1:
                        2'd3;
    assign ID_A2_USE = (beq) ? 2'd0:
                        (add || sub) ? 2'd1 :
                        (sw) ? 2'd2 :
                        2'd3;
    assign ALUOp = (add || lw || sw) ? 4'b10 :
                    (ori) ? 4'b1 :
                    (sub) ? 4'b110 :
                    (lui) ? 4'b011 :
                    4'bz;
    assign ALU_B_Sel = (ori || lw || sw || lui) ? 1'b1 :
                        (add || sub) ?  1'b0 :
                        1'bz;
    assign WD_Sel = (jal) ? 1 : 0;
    assign EX_NEW = (add || sub || ori || lui) ? 2'd1 :
                    (lw || jal) ? 2'd2 :
                    2'd0;
    assign MEM_WE = (sw) ? 1 : 0;
    assign MEM_Sel = (lw) ? 1 : 0;
    assign MEM_A2_NEW = (lw) ? 2'd1 : 2'd0;
endmodule
`timescale 1ns / 1ps
module EX(
    input clk,
    input reset,
    input [31:0] EX_instr,
    input [31:0] EX_imm32,
    input [31:0] EX_WD,
    input [31:0] EX_RD1_forward,
    input [31:0] EX_RD2_forward,
    output [31:0] EX_MEM_RES,
    output [31:0] EX_MEM_WD,
    output [31:0] EX_MEM_RD2,
    output [1:0] EX_NEW
    );
    wire [3:0] ALUOp;
    wire ALU_B_Sel;
    wire WD_Sel;
    CTRL ex_control(
        .instr(EX_instr),
        .ALUOp(ALUOp),
        .ALU_B_Sel(ALU_B_Sel),
        .WD_Sel(WD_Sel),
        .EX_NEW(EX_NEW)
    );
    wire [31:0] SrcA;
    wire [31:0] SrcB;
    wire [31:0] ALURes;
    assign SrcA = EX_RD1_forward;
    assign SrcB = (ALU_B_Sel == 1) ? EX_imm32 : 
                                    EX_RD2_forward;
    ALU alu(
        .SrcA(SrcA),
        .SrcB(SrcB),
        .ALUOp(ALUOp),
        .ALURes(ALURes)
    );
    assign EX_MEM_RES = ALURes;
    assign EX_MEM_WD = (WD_Sel == 1) ? EX_WD :
                                       ALURes;
    assign EX_MEM_RD2 = EX_RD2_forward;
endmodule
--- design/flow/run.sh ---
#!/bin/bash
# OpenROAD 26Q1-2900-gdf79404cd8, Yosys 0.63+post, stock flow scripts
make -C /OpenROAD-flow-scripts/flow DESIGN_CONFIG=/design/flow/config.mk WORK_HOME=/design/flow/orfs finish
--- design/flow/config.mk ---
export PLATFORM = sky130hd
export DESIGN_NAME = EX
export DESIGN_NICKNAME = EX
export VERILOG_FILES = /design/flow/design.v
export SDC_FILE = /design/flow/constraint.sdc
export NUM_CORES = 4
export LEC_CHECK = 1
export CORE_AREA = 10 10 140 140
export DIE_AREA = 0 0 150 150
--- design/flow/constraint.sdc ---
current_design EX

set clk_period 28.7
set clk_io_pct 0.2

create_clock -name clk0 -period $clk_period

set non_clock_inputs [all_inputs -no_clocks]
set_input_delay [expr $clk_period * $clk_io_pct] -clock clk0 $non_clock_inputs
set_output_delay [expr $clk_period * $clk_io_pct] -clock clk0 [all_outputs]
==> results_tabular.tex <==
% Auto-generated results table
\begin{tabular}{lr}
\hline
Metric & Value \\
\hline
\multicolumn{2}{l}{\textbf{Power}} \\
Pwr Density & 16.45 nW/um2 \\
Power after layout & 0.0001140 W \\
Maximum VDD drop & 8.133 uV \\
Leakage & 2.947 nW \\
\multicolumn{2}{l}{\textbf{Job}} \\
Tally of OpenROAD warnings & 54 \\
Number of max-cap violations & 0 \\
\multicolumn{2}{l}{\textbf{STA}} \\
RSZ-0062 raised after global routing & false \\
Final Slew Violations & 0 \\
Relative max-transition margin & 53.59\% \\
Maximum frequency from static timing analysis & 58.72 MHz \\
Slew at the pin with the worst max-slew slack & 676.7 ps \\
Final Setup Violations & 0 \\
Worst hold margin & 12320 ps \\
Final WS setup & 11670 ps \\
Accumulated negative setup slack & 0 ps \\
Final cycle utilization of the critical path & 59.33\% \\
Fin. Hold Viols & 0 \\
Shortest clock period the worst path allows after layout & 17030 ps \\
\multicolumn{2}{l}{\textbf{Route}} \\
Vias & 5765 \\
DR iter-0 viols & 375 \\
Antenna viol nets, final & 0 \\
Detailed-route wire length per cell & 19.60 um \\
Post-detailed-routing wire length & 21640 um \\
Drt first pass iters & 4 \\
Count of unresolved DRC violations after routing & 0 \\
Diode insertion count for antenna repair & 0 \\
Vias per inst & 5.222 \\
\multicolumn{2}{l}{\textbf{Worst setup path}} \\
Startpoint type of the worst setup path & input port \\
Critical path type & in2out \\
Kind of capture point of the worst setup path & output port \\
Worst path arrival time & 11290 ps \\
Maximum fanout encountered on the critical timing path & 51 \\
Crit path required time & 22960 ps \\
\multicolumn{2}{l}{\textbf{Synthesis}} \\
Count of mapped cells out of synthesis & 701 \\
Summed standard-cell area reported by yosys & 4574 um2 \\
Count of cell types in the netlist & 75 \\
Post-Synthesis Mean Instance Area & 6.526 um2 \\
Post-synthesis instance area & 4574 um2 \\
Seq share, synth & 0\% \\
Total of warnings raised by yosys & 5 \\
Number of standard cells reported by yosys & 701 \\
\multicolumn{2}{l}{\textbf{Min path}} \\
Hold Crit Class & in2out \\
\multicolumn{2}{l}{\textbf{CTS}} \\
Buffers inserted during post-CTS setup optimization & 0 \\
Resized Gates After CTS & 0 \\
Cts hold-fix bufs & 0 \\
\multicolumn{2}{l}{\textbf{Finish}} \\
Seq. cell area & 0 um2 \\
Share of cells above drive strength 1 & 4.977\% \\
Final-layout clock buffer total & 0 \\
Filler cell count in the final layout & 1757 \\
Top logic cells by instance count in the layout & 238 x sky130\_fd\_sc\_hd\_\_clkdlybuf4s50\_1, 77 x sky130\_fd\_sc\_hd\_\_nand2\_1, 69 x sky130\_fd\_sc\_hd\_\_nor2\_1 \\
Most frequent logic cell in the layout & sky130\_fd\_sc\_hd\_\_clkdlybuf4s50\_1 \\
Cell area after layout & 6929 um2 \\
Number of sequential storage elements & 0 \\
Area growth from synthesis to layout & 51.48\% \\
\multicolumn{2}{l}{\textbf{Placement}} \\
Detailed placement HPWL & 18630 um \\
Worst setup timing slack at the placement stage & 11730 ps \\
Placed inst area & 6929 um2 \\
Gpl congestion & 0.9443 \\
Tally of buffers added on design ports & 238 \\
\multicolumn{2}{l}{\textbf{Global route}} \\
Global routing usage summed across all routing layers & 18.32\% \\
Number of antenna violations at the first check in global routing & 0 \\
Pin count of the biggest net entering global routing & 52 \\
Final global-route overflow total & 0 \\
Number of global-route vias before repair & 5756 \\
Global-route wire length before repair & 32540 um \\
\multicolumn{2}{l}{\textbf{Die}} \\
Die ar. & 22500 um2 \\
Pre-placement core utilization & 27.58\% \\
Height of the die & 150 um \\
Standard cell core area & 16580 um2 \\
Chip Width & 150 um \\
Top Ports & 260 \\
Row count & 47 \\
\multicolumn{2}{l}{\textbf{Run status}} \\
Result of the run & complete, no violations \\
\hline
\end{tabular}
[synth_stat cells, types with 22 or more instances]
master | instances | share of area [%]
sky130_fd_sc_hd__o21ai_0 | 40 | 4.4
sky130_fd_sc_hd__xor2_1 | 24 | 4.6
sky130_fd_sc_hd__mux2i_1 | 29 | 6.3
sky130_fd_sc_hd__xnor2_1 | 26 | 5.0
sky130_fd_sc_hd__clkbuf_1 | 23 | 1.9
sky130_fd_sc_hd__a21o_1 | 22 | 3.6
sky130_fd_sc_hd__buf_4 | 32 | 5.3
sky130_fd_sc_hd__nor2_1 | 69 | 5.7
sky130_fd_sc_hd__a21oi_1 | 55 | 6.0
sky130_fd_sc_hd__ha_1 | 30 | 8.2
sky130_fd_sc_hd__nor2b_1 | 23 | 3.1
sky130_fd_sc_hd__nor3_1 | 28 | 3.1
sky130_fd_sc_hd__nand2_1 | 77 | 6.3
[layout make-up]
| cell class | instances | area [um2] | share of cell area, % |
|---|---|---|---|
| Inverter | 21 | 78.83 | 1.138 |
| Multi-Input combinational cell | 616 | 4125 | 59.53 |
| Tap cell | 220 | 275.3 | 3.973 |
| Timing Repair Buffer | 247 | 2450 | 35.36 |
[cell families after synthesis]
logic type / after synthesis / share of synthesized area [%]
compound gates: 205 / 29.98
xor+xnor: 50 / 9.573
fa+ha+maj: 31 / 8.643
buf+inv: 85 / 10.01
mux: 46 / 10.69
simple gates: 284 / 31.10
[where the power goes]
group | switching (W) | internal (W) | total, W
sequential | 0 | 0 | 0
combinational | 0.0000536 | 0.0000604 | 0.000114
clock | 0 | 0 | 0
[routing by layer]
metal | share of wire [%] | GRT usage [%] | up-vias
met4 | 0.86 | 1.895 | 0
met3 | 9.3 | 4.261 | 10
met1 | 41 | 22.98 | 2626
li1 | - | - | 2930
met2 | 48 | 32.15 | 199
met5 | 0 | 0 | -
[critical path, stage by stage]
cell and delay, ps:
sky130_fd_sc_hd__clkdlybuf4s50_1 650, sky130_fd_sc_hd__nand3b_1 210, sky130_fd_sc_hd__a21o_2 140, sky130_fd_sc_hd__buf_4 530, sky130_fd_sc_hd__mux2i_1 670, sky130_fd_sc_hd__a21oi_1 170, sky130_fd_sc_hd__xor2_1 190, sky130_fd_sc_hd__ha_1 390
sky130_fd_sc_hd__a211oi_2 190, sky130_fd_sc_hd__o211ai_1 120, sky130_fd_sc_hd__a221o_1 330, sky130_fd_sc_hd__a211o_1 330, sky130_fd_sc_hd__a211o_1 270, sky130_fd_sc_hd__a21oi_1 170, sky130_fd_sc_hd__xor2_1 80, sky130_fd_sc_hd__o221ai_1 380
sky130_fd_sc_hd__mux2_2 240, sky130_fd_sc_hd__clkdlybuf4s50_1 460
[path summary, 6_finish.rpt]
check,from,endpoint,slack [ps],cells past startpoint
max,EX_instr[31],EX_MEM_WD[24],11670,18
min,EX_RD2_forward[30],EX_MEM_RD2[30],12320,2
[stage by stage]
| step | utilization [%] | instances |
|---|---|---|
| 6_report | 41.78 | 1104 |
| 5_1_grt | 41.78 | 1104 |
| 4_1_cts | 41.78 | 1104 |
| 3_5_place_dp | 41.78 | 1104 |
| 3_3_place_gp | 41.78 | 1104 |
| 2_1_floorplan | - | 701 |
Power is estimated from default activity; no workload was simulated.
